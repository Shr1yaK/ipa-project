**config.mk**
```make
export PLATFORM = sky130hd
export DESIGN_NAME = EX_stage
export DESIGN_NICKNAME = EX_stage
export VERILOG_FILES = /design/flow/design.v
export SDC_FILE = /design/flow/constraint.sdc
export NUM_CORES = 4
export LEC_CHECK = 1
export CORE_UTILIZATION = 30
```
**constraint.sdc**
```tcl
current_design EX_stage

set clk_period 99.9
set clk_io_pct 0.2

create_clock -name clk0 -period $clk_period

set non_clock_inputs [all_inputs -no_clocks]
set_input_delay [expr $clk_period * $clk_io_pct] -clock clk0 $non_clock_inputs
set_output_delay [expr $clk_period * $clk_io_pct] -clock clk0 [all_outputs]
```
**design.v**
```verilog
module EX_stage(
    input wire [63:0] read_data1, read_data2, imm, pc,
    input wire [63:0] EX_MEM_ALU_result, WB_data,
    input wire [1:0] ForwardA, ForwardB,
    input wire ALUSrc, Branch,
    input wire [3:0] ALU_Control,
    output wire [63:0] ALU_result,
    output wire flush
);
    wire [63:0] op1, op2, mux_out2;
    wire zero_flag, cout, carry_flag, overflow_flag;
    assign op1 = (ForwardA == 2'b10) ? EX_MEM_ALU_result :
                 (ForwardA == 2'b01) ? WB_data : read_data1;
    assign mux_out2 = (ForwardB == 2'b10) ? EX_MEM_ALU_result :
                      (ForwardB == 2'b01) ? WB_data : read_data2;
    assign op2 = (ALUSrc) ? imm : mux_out2;
    alu_64_bit my_alu (
        .a(op1), .b(op2), .opcode(ALU_Control),
        .result(ALU_result), .cout(cout), .carry_flag(carry_flag),
        .overflow_flag(overflow_flag), .zero_flag(zero_flag)
    );
    assign flush = Branch && zero_flag; 
endmodule
module and64(
    input [63:0] in1,
    input [63:0] in2,
    output [63:0] out,
    output z_and_flag
);
    genvar i;
    generate
        for (i = 0; i < 64; i = i + 1) 
        begin  
            and a1 (out[i], in1[i], in2[i]);
        end
    endgenerate
    assign z_and_flag=(out==64'b0);
endmodule
module xor64(
    input [63:0] in1,
    input [63:0] in2,
    output [63:0] out,
    output  z_xor_flag
);
    genvar i;
    generate
        for (i = 0; i < 64; i = i + 1) 
        begin  
            xor x1 (out[i], in1[i], in2[i]);
        end
    endgenerate
    assign z_xor_flag=(out==64'b0);
endmodule
module or64(
    input [63:0] in1,
    input [63:0] in2,
    output [63:0] out,
    output z_or_flag
);
    genvar i;
    generate
        for (i = 0; i < 64; i = i + 1) 
        begin 
            or o1 (out[i], in1[i], in2[i]);
        end
    endgenerate
    assign z_or_flag=(out==64'b0);
endmodule
module fa1(
    output sum,
    output cout,
    input a,
    input b,
    input cin
);
    wire i1, i2, i3, i4;
    xor x2(i1, a, b);
    xor x1(sum, i1, cin);
    and a1(i2, i1, cin);
    and a2(i3, a, b);      
    or o1(cout, i2, i3);
endmodule
module add64(
    input [63:0] in1,
    input [63:0] in2,
    output [63:0] out,
    output z_add_flag,
    output c_add_flag,
    output o_add_flag
);
    wire [64:0] carr;
    assign carr[0]=0;
    genvar i;
    generate
        for (i = 0; i < 64; i = i + 1) 
        begin 
            fa1 full1(
                .sum(out[i]),
                .cout(carr[i+1]),
                .a(in1[i]),
                .b(in2[i]),
                .cin(carr[i])
            );
        end
    endgenerate
    assign z_add_flag=(out==64'b0);
    assign c_add_flag=(carr[64]==1);
    wire i1;
    xor(i1,in1[63],in2[63]);
    wire i2;
    assign i2 = (in1[63]==out[63])? 0: 1;
    assign o_add_flag= i1 ? 0 : i2;
endmodule
module sll64(
    input [63:0] in1,
    input [63:0] in2,
    output [63:0] out,
    output  z_sll_flag
);
    wire [5:0]act_shift;
    assign act_shift=in2[5:0];
    wire [63:0]temp1,temp2,temp3,temp4,temp5,temp6;
    assign temp1=in1[63:0];
    assign temp2=act_shift[0]?{temp1[62:0],1'b0}:temp1;
    assign temp3=act_shift[1]?{temp2[61:0],2'b0}:temp2;
    assign temp4=act_shift[2]?{temp3[59:0],4'b0}:temp3;
    assign temp5=act_shift[3]?{temp4[55:0],8'b0}:temp4;
    assign temp6=act_shift[4]?{temp5[47:0],16'b0}:temp5;
    assign out=act_shift[5]?{temp6[31:0],32'b0}:temp6;
    assign z_sll_flag=(out==64'b0);
endmodule
module srl64(
    input [63:0] in1,
    input [63:0] in2,
    output [63:0] out,
    output  z_srl_flag
);
    wire [5:0]act_shift;
    assign act_shift=in2[5:0];
    wire [63:0]temp1,temp2,temp3,temp4,temp5,temp6;
    assign temp1=in1[63:0];
    assign temp2=act_shift[0]?{1'b0,temp1[63:1]}:temp1;
    assign temp3=act_shift[1]?{2'b0,temp2[63:2]}:temp2;
    assign temp4=act_shift[2]?{4'b0,temp3[63:4]}:temp3;
    assign temp5=act_shift[3]?{8'b0,temp4[63:8]}:temp4;
    assign temp6=act_shift[4]?{16'b0,temp5[63:16]}:temp5;
    assign out=act_shift[5]?{32'b0,temp6[63:32]}:temp6;
    assign z_srl_flag=(out==64'b0);
endmodule
module fa2(
    output sum,
    output cout,
    input a,
    input b,
    input cin
);
    wire i1, i2, i3, i4;
    xor x2(i1, a, b);
    xor x1(sum, i1, cin);
    and a1(i2, i1, cin);
    and a2(i3, a, b);      
    or o1(cout, i2, i3);
endmodule
module sub64(
    input [63:0] in1,
    input [63:0] in2,
    output [63:0] out,
    output z_sub_flag,
    output c_sub_flag,
    output o_sub_flag
);
    wire [64:0] carr;
    assign carr[0]=1;
    wire [63:0] b_inv;
    genvar j;
    generate
        for (j = 0; j < 64; j = j + 1) 
        begin  
            xor xsub (b_inv[j], in2[j], 1'b1);
        end
    endgenerate
    genvar i;
    generate
        for (i = 0; i < 64; i = i + 1) 
        begin 
            fa2 full2(
                .sum(out[i]),
                .cout(carr[i+1]),
                .a(in1[i]),
                .b(b_inv[i]),
                .cin(carr[i])
            );
        end
    endgenerate
    assign z_sub_flag=(out==64'b0);
    assign c_sub_flag=~(carr[64]==1);
    wire i1;
    xor(i1,in1[63],out[63]);
    wire i2;
    xor(i2,in1[63],in2[63]);
    and a789 (o_sub_flag, i1, i2);
endmodule
module sltu64(
    input [63:0] in1,
    input [63:0] in2,
    output [63:0] out,
    output  z_sltu_flag
);
 wire [64:0] ina,inb;
 assign ina={1'b0, in1};
 assign inb={1'b0, in2};
 wire [63:0] interdiff;
 wire zf,cf,of;
 wire t;
 sub64 dif(
    .in1(in1),
    .in2(in2),
    .out(interdiff),
    .z_sub_flag(zf),
    .c_sub_flag(cf),
    .o_sub_flag(of)
 );
xor xt(t,cf,1'b0);
assign out={63'b0,t};
assign z_sltu_flag=(out==64'b0);
endmodule
module slt64(
    input [63:0] in1,
    input [63:0] in2,
    output [63:0] out,
    output  z_slt_flag
);
 wire [64:0] ina,inb;
 assign ina={1'b0, in1};
 assign inb={1'b0, in2};
 wire [63:0] interdiff1;
 wire zf1,cf1,of1;
 wire t1;
 sub64 dif(
    .in1(in1),
    .in2(in2),
    .out(interdiff1),
    .z_sub_flag(zf1),
    .c_sub_flag(cf1),
    .o_sub_flag(of1)
 );
xor xt1(t1,of1,interdiff1[63]);
assign out={63'b0,t1};
assign z_slt_flag=(out==64'b0);
endmodule
module sra64(
    input [63:0] in1,
    input [63:0] in2,
    output [63:0] out,
    output  z_sra_flag
);
    wire [5:0]act_shift;
    assign act_shift=in2[5:0];
    wire [63:0]temp1,temp2,temp3,temp4,temp5,temp6;
    wire msb;
    assign msb=in1[63];
    assign temp1=in1[63:0];
    assign temp2=act_shift[0]?{msb,temp1[63:1]}:temp1;
    assign temp3=act_shift[1]?{{2{msb}},temp2[63:2]}:temp2;
    assign temp4=act_shift[2]?{{4{msb}},temp3[63:4]}:temp3;
    assign temp5=act_shift[3]?{{8{msb}},temp4[63:8]}:temp4;
    assign temp6=act_shift[4]?{{16{msb}},temp5[63:16]}:temp5;
    assign out=act_shift[5]?{{32{msb}},temp6[63:32]}:temp6;
    assign z_sra_flag=(out==64'b0);
endmodule
module alu_64_bit(
    input [63:0] a,
    input [63:0] b,
    input [3:0] opcode,
    output [63:0] result,
    output cout,
    output carry_flag, 
    output overflow_flag, 
    output zero_flag
);
 wire [63:0] and_result, or_result, xor_result, add_result, sub_result, sll_result, slt_result, srl_result, sra_result, sltu_result;
 reg [63:0] temp_result;
 reg temp_cf,temp_of,temp_zf;
wire and_z, or_z, xor_z, add_z, sub_z;
wire slt_z, sltu_z;
wire sra_z, srl_z, sll_z;
wire add_o, sub_o;
wire add_c, sub_c;
assign result=temp_result;
assign carry_flag=temp_cf;
assign overflow_flag=temp_of;
assign zero_flag=temp_zf;
assign cout = temp_cf;
    localparam  ADD_Oper  = 4'b0000,
                SLL_Oper  = 4'b0001,
                SLT_Oper  = 4'b0010,
                SLTU_Oper = 4'b0011,
                XOR_Oper  = 4'b0100,
                SRL_Oper  = 4'b0101,
                OR_Oper   = 4'b0110,
                AND_Oper  = 4'b0111,
                SUB_Oper  = 4'b1000,
                SRA_Oper  = 4'b1101;
    xor64 xoroper(
        .in1(a), 
        .in2(b), 
        .out(xor_result), 
        .z_xor_flag(xor_z)
        );
    or64 oroper(
        .in1(a), 
        .in2(b), 
        .out(or_result), 
        .z_or_flag(or_z)
        );
    and64 andoper(
        .in1(a), 
        .in2(b), 
        .out(and_result), 
        .z_and_flag(and_z)
        );
    add64 addoper(
        .in1(a), 
        .in2(b), 
        .out(add_result), 
        .z_add_flag(add_z),
        .c_add_flag(add_c),
        .o_add_flag(add_o)
        );
    sub64 suboper(
        .in1(a), 
        .in2(b), 
        .out(sub_result), 
        .z_sub_flag(sub_z),
        .c_sub_flag(sub_c),
        .o_sub_flag(sub_o)
        );
    sll64 slloper(
        .in1(a), 
        .in2(b), 
        .out(sll_result), 
        .z_sll_flag(sll_z)
        );
    srl64 srloper(
        .in1(a), 
        .in2(b), 
        .out(srl_result), 
        .z_srl_flag(srl_z)
        );
    sra64 sraoper(
        .in1(a), 
        .in2(b), 
        .out(sra_result), 
        .z_sra_flag(sra_z)
        );
    sltu64 sltuoper(
        .in1(a), 
        .in2(b), 
        .out(sltu_result), 
        .z_sltu_flag(sltu_z)
    );
    slt64 sltoper(
        .in1(a), 
        .in2(b), 
        .out(slt_result), 
        .z_slt_flag(slt_z)
    );
    always @(*) begin
    case (opcode)
        AND_Oper: begin
            temp_result = and_result;
            temp_zf = and_z;
            temp_cf=1'b0;
            temp_of=1'b0;
        end
        OR_Oper: begin
            temp_result = or_result;
            temp_zf = or_z;
            temp_cf=1'b0;
            temp_of=1'b0;
        end
        XOR_Oper: begin
            temp_result = xor_result;
            temp_zf = xor_z;
            temp_cf=1'b0;
            temp_of=1'b0;
        end
        ADD_Oper: begin
            temp_result = add_result;
            temp_zf= add_z;
            temp_cf= add_c;
            temp_of= add_o;
        end
        SUB_Oper: begin
            temp_result = sub_result;
            temp_zf= sub_z;
            temp_cf= sub_c;
            temp_of= sub_o;
        end
        SLL_Oper: begin
            temp_result = sll_result;
            temp_zf= sll_z;
            temp_cf=1'b0;
            temp_of=1'b0;
        end
        SRL_Oper: begin
            temp_result = srl_result;
            temp_zf= srl_z;
            temp_cf=1'b0;
            temp_of=1'b0;
        end
        SRA_Oper: begin
            temp_result = sra_result;
            temp_zf= sra_z;
            temp_cf=1'b0;
            temp_of=1'b0;
        end
        SLTU_Oper: begin
            temp_result = sltu_result;
            temp_zf= sltu_z;
            temp_cf=1'b0;
            temp_of=1'b0;
        end
        SLT_Oper: begin
            temp_result = slt_result;
            temp_zf= slt_z;
            temp_cf=1'b0;
            temp_of=1'b0;
        end
        default: begin
            temp_result =64'b0;
            temp_zf=1'b1;
            temp_cf= 1'b0;
            temp_of= 1'b0;
        end
    endcase
    end
endmodule
```
**run.sh**
```bash
#!/bin/bash
# OpenROAD 26Q1-2900-gdf79404cd8, Yosys 0.63+post, stock flow scripts
make -C /OpenROAD-flow-scripts/flow DESIGN_CONFIG=/design/flow/config.mk WORK_HOME=/design/flow/orfs finish
```
==> commit_impl_results.txt <==
Refresh implementation metrics

- Number of instances in the synthesized netlist: 2968
- Post-DR vias/cell: between 6 and 7
* Core region area: approximately 66000 um2
- In this run the worst setup path begins at ForwardB[0].
* Area occupied by multi-input gates: ~19000 um2
* Storage cell area: 0 um2
- RePlAce ended its routability-driven mode at a weighted congestion of ~1.2.
- Final instance area: 25900 um2
- Worst slew slack as a fraction of its limit: -11.3%
- Layout overhead on the synthesized area: 28.5%
- Looking at the critical path, the single cell with the biggest stage delay is sky130_fd_sc_hd__clkdlybuf4s50_1.
- Fin crit share: a little over two thirds
* Dominant cells by area after synthesis: sky130_fd_sc_hd__mux2i_1, sky130_fd_sc_hd__fa_1, sky130_fd_sc_hd__ha_1, sky130_fd_sc_hd__o21ai_0, sky130_fd_sc_hd__nand3_1
* FFs & Latches: 0
- In the routed design, unresolved DRC markers number 0.
- Count of buffers inserted at the top-level ports: 395
- Once the clock tree was built, the resizer swapped 0 gates to a different size.
- Fillers: 7119
* Critical path buffers and inverters: 9
- Violations in the final reports: capacitance limit, slew limit
* Initial antenna violation count: 32
- The design draws about 0.32 mW.
- Core occupancy in the finished layout: between 30 and 40%
- Per the run summary, max-cap violations total 3.
* Power per Cell Area: 12.4 nW/um2
- For this run, the register share of the synthesized area comes to 0%.
- Max-slew violation total from the final report: 11
- Sum of overflow across all layers after global routing: 0
* Status: finished with violations
* Post-CTS setup buffer count: 0
- Dividing the detail-routed wire length by the instance count gives a little over 40 um.
- On the critical path the data arrives at approximately 50 ns.
* Crit path top cell by count: sky130_fd_sc_hd__fa_1
- Delay-heaviest family, CP: adder cells
- Wire length of the first global-routing pass: 232 mm
- Max Clk Rate: 14.4 MHz
* Switching Fraction: 67.7%
* Total vias in the final route: 28941
- From bottom edge to top edge, the die measures between 200 and 300 um.
* Pin count of the biggest net entering global routing: between 60 and 70
- All-layer global routing usage: between 50% and 60%
- Worst IR Drop VDD: 4.65 uV
* Count of synthesis-stage warnings from yosys: 1
- Final tally of hold violations: 0
* Row Count: around 94
* Post-Place Cells: roughly 4200
- Number of top-level pins: about 460
- The number of warnings reported in the stage logs is ~160.
* Placed cell area: 25800 um2
* Clock period minus worst slack: between 60 and 70 ns
- Cell area after technology mapping: 20200 um2
- Cells with a size suffix above 1 make up between 10 and 15% of the layout.
* DRT Wirelength: between 150 and 200 mm
* Number of different library cells in the post-synthesis netlist: 93
* Summed negative setup slack over all endpoints: 0 ns
- Yosys cell count: about 3000
- For this block, the initial DRC count from the detailed router was around 3500.
- Class of the tightest hold or removal check: in2out
- Setup repair after global routing left no endpoint under its margin.
- In the finished layout, the clock tree contains a buffer count of 0.
- Chip width: ~260 um
- The final report lists a non-filler cell total of 4218.
- STA classifies the critical path startpoint as an input port.
- Launch point of the worst hold path: Branch
* CP Class: in2out
* Average instance area after synthesis: about 6.8 um2
- The first detailed-routing pass took 27 iterations.
- For the pin with the worst max-slew slack, the measured transition is around 1.7 ns.
- Internal power comes to just over 0.1 mW.
- Data required time of the worst path: between 70 and 80 ns
- In the final report, the number of endpoints failing setup comes to 0.
- Detailed Place HPWL: around 140 mm
- Initial Util: slightly above 30%
- Area figure in the yosys stat output: 20200 um2
- In this run the worst path has a maximum fanout of between 40 and 50.
- Per the post-route antenna check, the number of violating nets is 0.
* Top cell excl fill/tap: sky130_fd_sc_hd__clkdlybuf4s50_1
- STA classifies the critical path endpoint as an output pin.
- Number of hold-repair buffers added at the cts stage: 0
- Leakage power of the design: around 11 nW
- Net load switching power: around 0.22 mW
- The die covers slightly below 70000 um2.
- Commonest cells after routing, fill and taps aside: sky130_fd_sc_hd__clkdlybuf4s50_1, sky130_fd_sc_hd__nand2_1, sky130_fd_sc_hd__nor2_1
* Library cell occupying the most area in the post-synthesis netlist: sky130_fd_sc_hd__mux2i_1
- The via count of the first global-routing pass came to approximately 28000.
- Of the post-synthesis cell area, the dominant cell type holds approximately an eighth.
* Highest cell delay on the worst timing path: 0.75 ns
path summary, 6_finish.rpt:
path / to / slack [ns] / cells after the start
max: flush / 30.55 / 82
min: flush / 40.85 / 4
routing by layer:
metal | global-route usage (%) | share of wire, %
met5 | 1.46 | 0.23
met4 | 37.3 | 9.6
met3 | 25.9 | 13
met2 | 72.7 | 41
met1 | 59.0 | 36
cell type report:
class / count / share of cell area (%)
multi-input combinational: 2576 / 71.8
timing repair buffer: 624 / 21.9
tap: 864 / 4.17
inverter: 138 / 2.01
antenna: 16 / 0.154
metrics by stage:
step | hold WS [ns] | setup WS (ns)
final | 40.85 | 30.55
after global routing | 40.87 | 29.74
after CTS | 40.85 | 30.72
after detailed placement | 40.84 | 30.79
after global placement | 40.85 | 30.72
after floorplan | 40.01 | 33.90
cells by family after synthesis:
family / share of synthesized area (%)
AND-OR/OR-AND: 34.1
AND/OR/NAND/NOR: 23.6
buffers and inverters: 8.34
multiplexers: 13.4
adder cells (fa/ha/maj): 20.3
XOR/XNOR: 0.254
Yosys cell counts (78+ instances only):
cell / count
sky130_fd_sc_hd__o22ai_1: 147
sky130_fd_sc_hd__inv_1: 133
sky130_fd_sc_hd__nand2_1: 280
sky130_fd_sc_hd__clkbuf_1: 136
sky130_fd_sc_hd__fa_1: 125
sky130_fd_sc_hd__o21ai_0: 228
sky130_fd_sc_hd__mux2i_1: 256
sky130_fd_sc_hd__ha_1: 128
sky130_fd_sc_hd__o21ai_1: 78
sky130_fd_sc_hd__nand3_1: 217
sky130_fd_sc_hd__a21oi_1: 134
sky130_fd_sc_hd__nor2_1: 281
power by group through the flow:
stage | Clock [mW] | Combinational [mW] | Sequential, mW
CTS | 0 | 0.298 | 0
global route | 0.00000000135 | 0.330 | 0
No activity file was given, so power comes from the tool's default toggle rates.
